==> flow/design.v <==
module axi_stream_insert_header #(
parameter DATA_WD = 32,
parameter DATA_BYTE_WD = DATA_WD / 8,
parameter BYTE_CNT_WD = $clog2(DATA_BYTE_WD)
) (
input clk,
input rst_n,
input valid_in,
input [DATA_WD-1 : 0] data_in,
input [DATA_BYTE_WD-1 : 0] keep_in,
input last_in,
output ready_in,
output valid_out,
output [DATA_WD-1 : 0] data_out,
output [DATA_BYTE_WD-1 : 0] keep_out,
output last_out,
input ready_out,
input valid_insert,
input [DATA_WD-1 : 0] data_insert,
input [DATA_BYTE_WD-1 : 0] keep_insert,
input [BYTE_CNT_WD-1 : 0] byte_insert_cnt,
output ready_insert
);
reg [DATA_WD-1:0] shift_reg;
reg [DATA_BYTE_WD-1:0] shift_keep;
reg first_cycle;
reg valid_out_reg;
reg [DATA_WD-1 : 0] data_out_reg;
reg [DATA_BYTE_WD-1 : 0] keep_out_reg;
reg last_out_reg;
always @(posedge clk or negedge rst_n) begin
    first_cycle = 1;
    if (~rst_n) begin
        shift_reg <= '0;
        shift_keep <= '0;
        valid_out_reg <= '0;
        data_out_reg <= '0;
        keep_out_reg <= '0;
        last_out_reg <= '0;
        first_cycle <= 1'b1;
    end else begin
        if (valid_insert && valid_in && ready_out && first_cycle) begin
            first_cycle <= 1'b0;
            valid_out_reg <= 1;
            shift_reg[DATA_WD-1 : byte_insert_cnt*8] <= data_insert;
            shift_keep[DATA_BYTE_WD-1 : BYTE_CNT_WD] <= keep_insert;
        end else if (valid_insert && valid_in && ready_out) begin
            valid_out_reg <= 1'b1;
            shift_reg[byte_insert_cnt*8 - 1 : 0] <= data_insert[byte_insert_cnt*8 - 1 : 0];
            shift_reg[DATA_WD-1 : byte_insert_cnt*8] <= data_in;
            shift_keep[BYTE_CNT_WD-1 : 0] <= keep_insert[BYTE_CNT_WD-1 : 0];
            shift_keep[DATA_BYTE_WD-1 : BYTE_CNT_WD+1] <= keep_in;
        end else if (valid_insert && valid_in) begin
            shift_reg[DATA_WD-1 : 8] <= shift_reg[DATA_WD-9 : 0];
            shift_keep[DATA_BYTE_WD-1 : 1] <= shift_keep[DATA_BYTE_WD-2 : 0];
            shift_reg[7:0] <= data_in;
            shift_keep[0] <= keep_in[BYTE_CNT_WD-1];
            valid_out_reg <= 1;
            data_out_reg <= shift_reg;
            keep_out_reg <= shift_keep[DATA_BYTE_WD-1 : 0];
        end
        else begin
            valid_out_reg <= 0;
        end
        last_out_reg <= last_in;
    end
end
assign ready_in = ~last_out_reg || ready_out;
assign ready_insert = ~last_out_reg || ready_out;
assign valid_out = valid_out_reg;
assign data_out = data_out_reg;
assign keep_out = keep_out_reg;
assign last_out = last_out_reg;
endmodule
==> flow/run.sh <==
#!/bin/bash
# OpenROAD 26Q1-2900-gdf79404cd8, Yosys 0.63+post, stock flow scripts
make -C /OpenROAD-flow-scripts/flow DESIGN_CONFIG=/design/flow/config.mk WORK_HOME=/design/flow/orfs finish
==> flow/config.mk <==
export PLATFORM = sky130hd
export DESIGN_NAME = axi_stream_insert_header
export DESIGN_NICKNAME = axi_stream_insert_header
export VERILOG_FILES = /design/flow/design.v
export SDC_FILE = /design/flow/constraint.sdc
export NUM_CORES = 4
export LEC_CHECK = 1
export CORE_UTILIZATION = 50
==> flow/constraint.sdc <==
current_design axi_stream_insert_header

set clk_period 2.2
set clk_io_pct 0.2

create_clock -name clk0 -period $clk_period [get_ports {clk}]

set non_clock_inputs [all_inputs -no_clocks]
set_input_delay [expr $clk_period * $clk_io_pct] -clock clk0 $non_clock_inputs
set_output_delay [expr $clk_period * $clk_io_pct] -clock clk0 [all_outputs]
==> metrics.yaml <==
cells_and_area:
  mostFrequentLayoutCell: "sky130_fd_sc_hd__nand2_1"
  final_area_mm2: 0.00531
  most_used_cells_in_the_layout_excluding_fill_and_tap_cells: "sky130_fd_sc_hd__nand2_1 (125), sky130_fd_sc_hd__clkdlybuf4s50_1 (89), sky130_fd_sc_hd__dfrtp_1 (73)"
  area_delta_synth_final_pct: 34.4
  num-fill-cells: 595
  post_route_cells_drive_above_1_share_pct: 13.6
logic_synthesis:
  top_area_cell: "sky130_fd_sc_hd__dfrtp_1"
  ys_cells: 423
  synth_top_area_share_pct: 46.3
  synth-async-reset-ratio_pct: 100
  edf_count: 0
  ys_area_mm2: 0.00395
  yosysUniqueCellTypes: 44
  synth-main-ff-cell: "sky130_fd_sc_hd__dfrtp_1"
  mappedNetlistArea_mm2: 0.00395
  synth_area_per_cell_um2: 9.34
  netlist_instances: 423
  synth-seq-cells: 73
  synth-warning-count: 1
  synth_seq_share_pct: 46.3
  topCellsByArea: "sky130_fd_sc_hd__dfrtp_1 (46%), sky130_fd_sc_hd__nand2_1 (12%), sky130_fd_sc_hd__a22oi_1 (4.8%)"
floorplanning:
  core_area_mm2: 0.00769
  total_die_size_mm2: 0.00826
  die_width_um: 90.9
  num_io_pins: 120
  initial_core_util_pct: 51.4
  die_h_um: 90.9
  fp-row-count: 32
clock_tree:
  cts.root.buffer_cell: "sky130_fd_sc_hd__clkbuf_8"
  postCtsSetupRepairBufs: 0
  cts.htree.levels: 3
  holdBufCountCts: 0
  gates_resized_cts_repair: 0
  tritoncts.num_buffers: 9
  cts.path.max_buffers: 2
  worstSkewPairLatency_ns: 0.35
  tritoncts: "done"
  cts_sinks: 73
  clkSlewWorstSetupHoldPaths_ns: 0.10
power_and_ir_drop:
  vdd_drop_max_mv: 0.497
  cell_pwr_density_mw_per_mm2: 749
  total_leakage_power_nw: 2.36
placed_design:
  io_buffer_count: 90
  detailedPlacementHpwl_um: 8340
  gp_routability_congestion: 0.950
  dpl_worst_slack_ns: -0.213
  postPlaceCellArea_mm2: 0.00510
detailed_routing:
  routed_via_density: 5.68
  drtIter0Drc: 210
  totalWireLength_um: 11000
  vias: 3590
  route.antenna.remaining_nets: 0
  detail_route.drc_violations: 0
  detail_route.first_pass.iterations: 6
  route.antenna.diode_count: 0
  post_drt_wl_per_cell_um: 17.4
global_route:
  grt_pass1_vias: 3494
  gr-usage-met2_pct: 47.6
  globalRoute.totalOverflow: 0
  global_route_met1_usage_pct: 45.6
  grt_start_max_net_pins: 41
  first_pass_grt_wire_length_um: 18400
  global_route.peak_usage_layer: "met2"
  grt_antenna_before_repair: 0
  met3_usage_pct: 4.54
  gr-usage-all-layers_pct: 29.7
job:
  drv_cap: 0
  stage_log_warnings: 58
setup_path:
  crit_type: "input pin to output port"
  critPathLaunchType: "input pin"
  critPathArrivalTime_ns: 1.63
  worst_ep_required_time_ns: 1.76
  worstSetupStartpoint: "ready_out"
  worstReg2RegStart: "shift_reg[17]"
  worst-r2r-setup-slack_ns: 1.11
  endpoint_kind: "output port"
  critical_path_peak_fanout: 2
final_timing:
  worst_slack_ns: 0.127
  grt_setup_unrepaired: "no"
  timing.fmax_ghz: 0.482
  setup_viol: 0
  maxSlewHeadroom_pct: 58.2
  finClkSkew_ns: 0.0120
  whs_ns: 0.0925
  setup-tns-final_ns: 0
  max_slew.worst_pin.slew_ns: 0.627
  final_hold_viol_count: 0
  final_period_minus_worst_setup_slack_ns: 2.07
  drv_slew: 0
  final_min_period_over_clock_period_pct: 94.2
status:
  outcome: "finished clean"
min_path:
  hold_path.class: "input pin to asynchronous set/reset pin"
## critical path, stage by stage
cell and delay, ns:
sky130_fd_sc_hd__clkdlybuf4s50_1 0.57, sky130_fd_sc_hd__nand2b_1 0.16, sky130_fd_sc_hd__clkdlybuf4s50_1 0.46
## through the flow
step           total power, mW  instances  util [%]
2_1_floorplan             2.25        423         -
3_3_place_gp              2.86        616      66.4
3_5_place_dp              2.88        616      66.4
4_1_cts                   4.00        632      69.0
5_1_grt                   4.20        632      69.0
6_report                  3.97        632      69.0
## routing by layer
metal	wire length (um)	up-vias
met2	5450	112
li1	-	1730
met4	180	0
met5	0	-
met3	511	11
met1	4850	1737
## final cells by class
| type | instances | area, um2 | area share [%] |
|---|---|---|---|
| clock inverter | 7 | 82.6 | 1.56 |
| tap | 102 | 128 | 2.40 |
| sequential | 73 | 1830 | 34.4 |
| clock buffer | 9 | 124 | 2.33 |
| timing repair buffer | 122 | 1200 | 22.6 |
| multi-input combinational | 312 | 1920 | 36.2 |
| inverter | 7 | 26.3 | 0.495 |
## path summary, 6_finish.rpt
kind                               endpoint  depth (start not counted)
setup / recovery               ready_insert                          3
min in group clk0          data_out_reg[16]                          2
max in group asynchronous      shift_reg[9]                          2
setup reg to reg              shift_reg[17]                          3
hold / removal                shift_reg[19]                          1
hold reg to reg            data_out_reg[16]                          2
## cells by family (layout without fill, tap and decap cells)
group	after synthesis	after routing	share of synthesized area (%)
mux	34	34	9.47
compound gates	118	118	20.6
fa+ha+maj	4	4	1.27
buf+inv	38	145	5.26
simple gates	156	156	17.1
flops	73	73	46.3
## power breakdown
part	internal [mW]	switching, mW
Clock	0.544	0.582
Combinational	0.627	0.404
Sequential	1.61	0.203
## cell usage after synthesis (3+ instances only)
| cell type | number |
|---|---|
| sky130_fd_sc_hd__o22ai_1 | 9 |
| sky130_fd_sc_hd__ha_1 | 4 |
| sky130_fd_sc_hd__buf_2 | 8 |
| sky130_fd_sc_hd__o21ai_0 | 11 |
| sky130_fd_sc_hd__a21oi_1 | 16 |
| sky130_fd_sc_hd__mux2_2 | 16 |
| sky130_fd_sc_hd__a31oi_1 | 8 |
| sky130_fd_sc_hd__mux2i_1 | 16 |
| sky130_fd_sc_hd__a22o_1 | 6 |
| sky130_fd_sc_hd__nand3_1 | 3 |
| sky130_fd_sc_hd__nand2_1 | 125 |
| sky130_fd_sc_hd__o21ai_1 | 8 |
| sky130_fd_sc_hd__a22oi_1 | 25 |
| sky130_fd_sc_hd__nand2b_1 | 3 |
| sky130_fd_sc_hd__buf_1 | 4 |
| sky130_fd_sc_hd__inv_1 | 6 |
| sky130_fd_sc_hd__a221oi_1 | 5 |
| sky130_fd_sc_hd__buf_4 | 6 |
| sky130_fd_sc_hd__clkbuf_1 | 9 |
| sky130_fd_sc_hd__nor2_1 | 4 |
| sky130_fd_sc_hd__and3_1 | 3 |
| sky130_fd_sc_hd__dfrtp_1 | 73 |
| sky130_fd_sc_hd__o211ai_1 | 14 |
| sky130_fd_sc_hd__o2bb2ai_1 | 11 |
| sky130_fd_sc_hd__nor2b_1 | 9 |
Power and IR drop assume default switching activity.
